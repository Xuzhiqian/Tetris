File: design/flow/config.mk
export PLATFORM = sky130hd
export DESIGN_NAME = debounce
export DESIGN_NICKNAME = debounce
export VERILOG_FILES = /design/flow/design.v
export SDC_FILE = /design/flow/constraint.sdc
export NUM_CORES = 4
export LEC_CHECK = 1
export CORE_UTILIZATION = 40
File: design/flow/constraint.sdc
current_design debounce

set clk_period 3.4
set clk_io_pct 0.2

create_clock -name clk0 -period $clk_period [get_ports {clk}]

set non_clock_inputs [all_inputs -no_clocks]
set_input_delay [expr $clk_period * $clk_io_pct] -clock clk0 $non_clock_inputs
set_output_delay [expr $clk_period * $clk_io_pct] -clock clk0 [all_outputs]
File: design/flow/design.v
`timescale 1ns / 1ps
module debounce(
        input clk,
        input u,d,l,r,
        output reg uout,dout,lout,rout);
reg [15:0] cu=0; parameter mu=50000;
reg [15:0] cl=0; parameter ml=50000;
reg [15:0] cr=0; parameter mr=50000;
reg [15:0] cd=0; parameter md=50000;
always @(posedge clk)
begin
  if (u==1) begin
    if (cu==mu) uout=0;
    else if (cu<mu) begin
            cu=cu+1;
            if (cu==mu) uout=1;
          end;
  end
  else cu=0;  
	if (r==1) begin
    if (cr==mr) rout=0;
    else if (cr<mr) begin
            cr=cr+1;
            if (cr==mr) rout=1;
          end;
  end
  else cr=0;
  if (l==1) begin
    if (cl==ml) lout=0;
    else if (cl<ml) begin
            cl=cl+1;
            if (cl==ml) lout=1;
          end;
  end
  else cl=0; 
  if (d==1) begin
    if (cd==md) dout=0;
    else if (cd<md) begin
            cd=cd+1;
            if (cd==md) dout=1;
          end;
  end
  else cd=0;
end
endmodule
File: design/flow/run.sh
#!/bin/bash
# OpenROAD 26Q1-2900-gdf79404cd8, Yosys 0.63+post, stock flow scripts
make -C /OpenROAD-flow-scripts/flow DESIGN_CONFIG=/design/flow/config.mk WORK_HOME=/design/flow/orfs finish
==> flow_summary.yaml <==
# yosys + openroad results
run_status:
  status: "finished clean"
routing:
  ant_nets: 0
  drc: 0
  vias_per_cell: 5.55
  via_count: 3610
  routedWlPerCell_um: 12.8
  drt-initial-drc-count: 141
  wl_mm: 8.34
  antenna_cells: 0
  detail_route.first_pass.iterations: 4
worst_hold_path:
  hp-class: "flip-flop to flip-flop"
clocking:
  cts_resized: 0
  path_clk_slew_ns: 0.08
  clock-sinks: 68
  cts_tree: "done"
  clockBufferDepth: 2
  postCtsHoldBufs: 0
  post_cts_buffers: 0
  cts_buffers: 9
  htree_levels: 3
  clockRootBuffer: "clkbuf_8"
  clk_latency_ns: 0.34
grt:
  overflow: 0
  antenna_found_initial: 0
  grt_pass1_wl_mm: 15.1
  grt_pass1_vias: 3325
  grt_max_degree: 26
  track_usage: 0.165
sta:
  max_clock_freq_mhz: 403
  post-route-period-util: 0.730
  hold_viol_final: 0
  worstMarginPinSlew_ns: 0.802
  fin_skew_ns: 0.0178
  slew_violations: 0
  setup_violations: 0
  rsz0062_at_grt: "no"
  setup_ws_ns: 0.918
  fin_setup_tns_ns: 0
  min_period_ns: 2.48
  maxSlewHeadroom: 0.465
job:
  warning_count: 31
  cap_violations: 0
power:
  power.internal_mw: 1.25
  vdd_drop_max_mv: 0.225
  power_frac_comb: 0.039
  pwr-share-clk: 0.448
  seq_power_share: 0.512
  sw_frac_of_total: 0.233
  p_sw_uw: 381
  leakagePower_nw: 1.39
  powerDensity_nw_per_um2: 363
synthesis:
  top_cell_area_share: 0.307
  ys_types: 66
  syn-cell-area_um2: 4180
  syn_inst: 524
  ys_warn_count: 1
  avgSynthCellArea_um2: 7.97
  flop_cell: "dfxtp_1"
  yosys_cells: 524
  most_common_cell: "dfxtp_1"
  edf_count: 4
  async_flop_share: 0
  yosys_area_um2: 4180
  common_cells: "dfxtp_1, a21oi_1, nand2_1"
  top_area_cell: "dfxtp_1"
  ys_seq_frac: 0.335
  area_leaders: "dfxtp_1, xnor2_1, a21oi_1"
  numSynthFlops: 68
layout:
  n_fill_cell: 992
  layout-drive-gt1-share: 0.0619
  area_growth_pct: 7.70
  stdcell_count: 650
setup_path:
  cp_max_fo: 8
  path_depth: 5
  cpMostUsedCell: "or4_4"
  critical_path_class: "flip-flop to flip-flop"
  crit_path_end_kind: "flip-flop"
  cp.buffers_inverters: 0
  path_cells: "or4_4 -> or4b_1 -> or4_4 -> or2_0 -> o31ai_1"
  timing.rr.start: "cu[11]"
  arrival_ns: 2.51
  crit_path_top_delay_cell: "or4_4"
  required_ns: 3.43
  cp-start-kind: "flip-flop"
  rr_worst_depth: 5
  crit_path_end: "uout"
  max_stage_delay_ns: 0.56
  r2r-end: "uout"
  crit_family: "simple AND/OR/NAND/NOR gates"
  cp-startpoint: "cu[11]"
  r2r_setup_slack_ns: 0.92
place:
  hpwl_mm: 5.66
  dpl.cell_count: 634
  place_congestion: 0.917
  dp_slack_ns: 0.896
  port_buffers: 8
die:
  core-area_um2: 9950
  die_x_um: 104
  rows: 36
  die-area_um2: 10900
  initCoreUtil: 0.420
  pin_count: 9
  die_h_um: 104
-- power groups by stage --
stage	logic, mW	registers [mW]	clock network (mW)
finish	0.0642	0.836	0.731
global route	0.0751	0.840	0.801
CTS	0.0648	0.836	0.759
-- tightest hold or removal path: cells and delay by family, from the launching register on --
kind | cells | cell delay [ns]
AOI/OAI and AO/OA | 2 | 0.13
DFF | 1 | 0.34
-- cell families after synthesis --
logic type               Yosys count  share of synthesized area
AND/OR/NAND/NOR                  229                      0.306
AND-OR/OR-AND                    115                      0.174
XOR/XNOR                          35                     0.0734
flip-flops                        68                      0.335
multiplexers                       8                     0.0195
adder cells (fa/ha/maj)           10                     0.0299
buffers and inverters             59                     0.0614
-- per-stage QoR --
step	instance area (µm²)	total power [mW]	util	hold WS [ns]
after floorplan	4180	0.897	-	0.465
final	4500	1.63	0.452	0.510
after global routing	4500	1.72	0.452	0.548
after CTS	4500	1.66	0.452	0.507
after detailed placement	4280	0.919	0.430	0.493
after global placement	4280	0.917	0.430	0.481
-- placed cells by master, fill, tap and decap left out, types with 3 or more instances in the layout --
master	instances
mux2i_1	7
nand2_1	41
o31ai_1	14
clkdlybuf4s50_1	8
a21oi_1	42
clkbuf_8	9
or4_1	13
or2_2	3
nand3b_1	3
buf_4	3
nand4_1	15
nor4_1	13
nand4b_1	4
xor2_1	8
a211oi_1	7
and3_1	3
a21boi_0	3
nor3_1	11
dfxtp_1	64
or3_1	23
o21ai_0	22
ha_1	10
xnor2_1	27
o21a_1	5
nand3_1	29
nand2b_1	7
nor2_1	36
clkinv_2	3
inv_1	24
and4_1	5
edfxtp_1	4
o41ai_1	4
-- how the worst min path moves through the flow --
| stage | from | to | slack, ns | cells past startpoint |
|---|---|---|---|---|
| 4_1_cts | cl[11] | cl[11] | 0.51 | 2 |
| 6_report | cl[11] | cl[11] | 0.51 | 2 |
| 5_1_grt | cl[11] | cl[11] | 0.55 | 2 |
-- flip-flops by register name (all words and copies together), names as in the netlist --
register	count
cd	16
cl	16
cr	16
cu	16
dout	1
lout	1
rout	1
uout	1
-- area by class of cell --
class | count | area [µm²] | area share
Timing Repair Buffer | 11 | 103 | 0.0228
Clock inverter | 7 | 91.3 | 0.0203
Tap cell | 133 | 166 | 0.0370
Multi-Input combinational cell | 397 | 2520 | 0.560
Clock buffer | 9 | 124 | 0.0275
Sequential cell | 68 | 1400 | 0.311
Inverter | 25 | 93.8 | 0.0209
-- routing by layer --
layer	track usage	wire length (µm)	part of all wire	up-vias
met3	0.0262	261	0.031	8
met4	0.0296	90	0.011	0
met2	0.245	3580	0.43	51
met1	0.260	4400	0.53	1654
li1	-	-	-	1897
met5	0	0	0	-
Power is estimated from default activity; no workload was simulated.
